**/design/flow/design.v**
```verilog
module half_adder (A, B,S, Co);
input A, B;
output S, Co;
assign S= A^B;
assign Co= (A&B);
endmodule
module RCA (A,Cin, S, Cout);
input [3:0] A;
output [3:0] S;
input Cin;
output Cout;
wire [2:0] C;
half_adder FA1 (A[0], Cin, S[0], C[0]);
half_adder FA2 (A[1], C[0], S[1], C[1]);
half_adder FA3 (A[2], C[1], S[2], C[2]);
half_adder FA4 (A[3], C[2], S[3], Cout);
endmodule 
module DFF0(data_in,clock,reset, data_out);
input data_in;
input clock,reset;
output reg data_out;
always@(posedge clock)
	begin
		if(reset)
			data_out<=1'b0;
		else
			data_out<=data_in;
	end	
endmodule
module four_bit_reg (D_in,clock, reset, D_out);
input [3:0] D_in;
input reset, clock;
output [3:0] D_out;
DFF0 FF1 (D_in[0], clock, reset, D_out[0]);
DFF0 FF2 (D_in[1], clock, reset, D_out[1]);
DFF0 FF3 (D_in[2], clock, reset, D_out[2]);
DFF0 FF4 (D_in[3], clock, reset, D_out[3]);
endmodule
module counter_nine (inc, reset, clock, count_eq_9, count);
input inc, reset, clock;
output count_eq_9;
output [3:0] count;
wire rst;
wire [3:0] RCA_out;
four_bit_reg comp1 (RCA_out, clock, rst,count);
RCA comp2 ( count, inc, RCA_out);
assign count_eq_9= (count== 4'b1001) ? 1: 0;
assign rst= (count_eq_9 & inc) | reset;
endmodule
module clk_divider(clock, rst, clk_in);
input clock, rst;
output clk_in;
wire [25:0] din;
wire [25:0] clkdiv;
DFF0 dff_inst0(
    .data_in(din[0]),
	 .clock(clock),
	 .reset(rst),
    .data_out(clkdiv[0])
);
genvar i;
generate
for (i = 1; i < 26; i=i+1) 
	begin : dff_gen_label
		 DFF0 dff_inst (
			  .data_in (din[i]),
			  .clock(clkdiv[i-1]),
			  .reset(rst),
			  .data_out(clkdiv[i])
		 );
		 end
endgenerate
assign din = ~clkdiv;
assign clk_in = clkdiv[25];
endmodule
module segment7 (A, B, C, D, out);
input A, B, C, D;
output [6:0] out;
assign out[0] = (~A & ~B & ~C & D)| (B &~C &~D);
assign out[1]= (B & ~C & D) | (B & C& ~D);
assign out[2]= (~B & C & ~D);
assign out[3]= (~B & ~C& D) | (B & ~C & ~D) | (B & C& D);
assign out[4]= (~A& B & ~C) | D;
assign out[5]= (C& D)| (~A & ~B & D)| (~B & C);
assign out[6]= (~A & ~B & ~C)| (B & C& D);
endmodule
module TFF0 (
data  ,  
clk   ,  
reset ,  
q        
);
input data, clk, reset ; 
output q;
reg q;
always @ ( posedge clk or posedge reset)
if (reset) begin
  q <= 1'b0;
end else if (data) begin
  q <= !q;
end
endmodule  
module Counter(inc, clock, reset, out1);
input inc, clock, reset;
output [6:0] out1;
wire Ceq9;
wire [3:0] count;
wire clk_in;
clk_divider Clk_div (clock, reset, clk_in);
counter_nine cnt1 (inc, reset, clk_in, Ceq9, count);
segment7 seg1 (count[3], count[2], count[1], count[0], out1);
endmodule
```
**/design/flow/run.sh**
```bash
#!/bin/bash
# OpenROAD 26Q1-2900-gdf79404cd8, Yosys 0.63+post, stock flow scripts
make -C /OpenROAD-flow-scripts/flow DESIGN_CONFIG=/design/flow/config.mk WORK_HOME=/design/flow/orfs finish
```
**/design/flow/config.mk**
```make
export PLATFORM = sky130hd
export DESIGN_NAME = Counter
export DESIGN_NICKNAME = Counter
export VERILOG_FILES = /design/flow/design.v
export SDC_FILE = /design/flow/constraint.sdc
export NUM_CORES = 4
export LEC_CHECK = 1
export CORE_AREA = 10 10 82 82
export DIE_AREA = 0 0 92 92
```
**/design/flow/constraint.sdc**
```tcl
current_design Counter

set clk_period 1.0
set clk_io_pct 0.2

create_clock -name clk0 -period $clk_period [get_ports {clock}]

set non_clock_inputs [all_inputs -no_clocks]
set_input_delay [expr $clk_period * $clk_io_pct] -clock clk0 $non_clock_inputs
set_output_delay [expr $clk_period * $clk_io_pct] -clock clk0 [all_outputs]
```
==> impl_metrics.json <==
{
  "drt_iter0_drc": 21,
  "finalWirelength_um": 1170,
  "drc": 0,
  "design.core.area_mm2": 0.00507,
  "via_count": 522,
  "grt_pass1_vias": 445,
  "ioPinCount": 10,
  "pwr_density_cell_mw_per_mm2": 98.1,
  "ys_types": 21,
  "globalplace.congestion": 0.680,
  "path_buffers": 1,
  "fmax_mhz": 1190,
  "net-switching-power_uw": 29.1,
  "rsz0062_at_grt": "no",
  "grt_antenna_before_repair": 1,
  "vias_per_cell": 3.14,
  "p_sw_frac": 0.275,
  "dr.pass1.iters": 3,
  "internal_power_uw": 76.6,
  "wl_per_cell_um": 7.04,
  "fin_skew_ns": 0,
  "power_frac_clock": 0,
  "grt_pass1_wl_um": 2040,
  "clk_pin_slew_worst_paths_ns": 0,
  "p_comb_frac": 0.458,
  "nFillCells": 556,
  "power.total_uw": 106,
  "cts_setup_buffers": 0,
  "final_cell_mix": "30 x dfxtp_1, 29 x nor2_1, 9 x clkdlybuf4s50_1, 4 x and2_1",
  "die_w_um": 92,
  "start_kind": "input port",
  "numSynthFlops": 30,
  "hold_viol_final": 0,
  "yosysWarningCount": 1,
  "cp-end-kind": "register",
  "slowest_stage": "clkdlybuf4s50_1",
  "min_period_ns": 0.839,
  "grt_max_degree": 27,
  "drive_above_1_share": 0.0316,
  "ant_nets": 0,
  "unclocked_regs": 29,
  "crit_type": "input port to register",
  "required_ns": 0.89,
  "path_cells": "clkdlybuf4s50_1 > nor2_1",
  "status": "finished, final reports clean",
  "cpPeakStageDelay_ns": 0.48,
  "lay_top_count": "dfxtp_1",
  "gr-total-overflow": 0,
  "clock_latency_ns": 0,
  "critPathTopFamily": "buffers and inverters",
  "slew_viol_final": 0,
  "min_path_type": "register to register",
  "fp-utilization": 0.181,
  "cap_viol_max_count": 0,
  "netlist_area_um2": 920,
  "cts-resized-gates": 0,
  "chipArea_mm2": 0.00846,
  "arrival_ns": 0.72,
  "crit_fanout": 2,
  "grt_usage": 0.0271,
  "fin_crit_sh": 0.839,
  "pwr-share-seq": 0.542,
  "relSlewSlack": 0.766,
  "yosys.stat.chipArea_um2": 920,
  "syn_to_final_growth_pct": 17.1,
  "dp_hpwl_um": 899,
  "postSynthAreaPerCell_um2": 10.2,
  "warnings": 28,
  "tightest_slew_ns": 0.351,
  "untimed_endpoints": 36,
  "synth_stat.cells": 90,
  "die_h_um": 92,
  "p_leak_uw": 0.000431,
  "placementRows": 26,
  "setup_violations": 0,
  "irDropWorstVdd_uv": 98.6,
  "tns_ns": 0,
  "port_buffers": 9,
  "synthCells": 90,
  "postSynthSeqShare": 0.653,
  "holdBufCountCts": 0
}
[power groups by stage]
stage / sequential [uW] / clock, uW / combinational, uW
after CTS: 57.3 / 0 / 49.8
after global routing: 57.8 / 0 / 57.5
final: 57.3 / 0.00267 / 48.4
[final timing paths]
path | startpoint | to | slack, ns | cells past startpoint
worst max register to register | Clk_div.dff_inst0.data_out | Clk_div.dff_inst0.data_out | 0.54 | 1
worst min register to register | Clk_div.dff_inst0.data_out | Clk_div.dff_inst0.data_out | 0.40 | 1
worst min-delay path | Clk_div.dff_inst0.data_out | Clk_div.dff_inst0.data_out | 0.40 | 1
worst max-delay path | reset | Clk_div.dff_inst0.data_out | 0.16 | 2
[metal layers]
metal,part of all wire,global-route usage
met5,0,0
met4,0,0
met3,0.11,0.0107
met2,0.30,0.0353
met1,0.59,0.0433
[layout make-up]
cell class                 instances  area (um^2)  area share
tap                               70         87.6      0.0813
timing repair buffer              10         97.6      0.0906
sequential                        30          601       0.557
inverter                           2         7.51     0.00697
antenna                            1         2.50     0.00232
multi-input combinational         53          282       0.261
[cells in the mapped netlist]
cell | number | share of area
xor2_1 | 1 | 0.0095
and2_1 | 4 | 0.027
a21oi_1 | 2 | 0.011
dfxtp_1 | 30 | 0.65
nor3b_1 | 1 | 0.0082
nand3_1 | 2 | 0.011
buf_2 | 3 | 0.016
a21oi_2 | 1 | 0.0095
o31ai_1 | 1 | 0.0082
inv_1 | 2 | 0.0082
o21ai_1 | 1 | 0.0054
nand2b_2 | 1 | 0.0095
nor2_1 | 29 | 0.12
ha_1 | 3 | 0.041
nand2_1 | 3 | 0.012
and4bb_1 | 1 | 0.014
a21boi_1 | 1 | 0.0082
or2b_1 | 1 | 0.0082
buf_6 | 1 | 0.012
o21ai_0 | 1 | 0.0054
clkbuf_1 | 1 | 0.0041
[per-stage QoR]
stage                     setup slack [ns]  hold slack, ns   util  std cells  area [um^2]
after floorplan                      0.287           0.381      -         90          920
after global placement               0.163           0.398  0.212        165         1070
after detailed placement             0.164           0.396  0.212        165         1070
after CTS                            0.158           0.399  0.212        165         1070
after global routing                 0.133           0.423  0.212        165         1070
final                                0.161           0.396  0.212        166         1080
[flip-flops by register name (all words and copies together) (netlist names)]
signal and flops:
cnt1.comp1.FF1.data_out 1, cnt1.comp1.FF2.data_out 1, cnt1.comp1.FF4.data_out 1, cnt1.comp1.FF3.data_out 1, Clk_div.dff_inst0.data_out 1, Clk_div.dff_gen_label.dff_inst.data_out 25
[cells by family (layout without fill, tap and decap cells)]
kind of cell | after synthesis | count (layout) | share of synthesized area
XOR/XNOR | 1 | 1 | 0.00953
adder cells (fa/ha/maj) | 3 | 3 | 0.0408
other | 0 | 1 | 0
flip-flops | 30 | 30 | 0.653
AND-OR/OR-AND | 7 | 7 | 0.0476
AND/OR/NAND/NOR | 42 | 42 | 0.208
buffers and inverters | 7 | 12 | 0.0408
Power and IR drop assume default switching activity.
